`design/flow/config.mk`:
```
export PLATFORM = sky130hd
export DESIGN_NAME = Data_Memory
export DESIGN_NICKNAME = Data_Memory
export VERILOG_FILES = /design/flow/design.v
export SDC_FILE = /design/flow/constraint.sdc
export NUM_CORES = 4
export LEC_CHECK = 1
export CORE_UTILIZATION = 40
```
`design/flow/constraint.sdc`:
```
current_design Data_Memory

set clk_period 17.3
set clk_io_pct 0.2

create_clock -name clk0 -period $clk_period [get_ports {clk_i}]

set non_clock_inputs [all_inputs -no_clocks]
set_input_delay [expr $clk_period * $clk_io_pct] -clock clk0 $non_clock_inputs
set_output_delay [expr $clk_period * $clk_io_pct] -clock clk0 [all_outputs]
```
`design/flow/design.v`:
```
`timescale 1ns / 1ps
module Data_Memory(
	clk_i,
	addr_i,
	data_i,
	MemRead_i,
	MemWrite_i,
	data_o
	);
input				clk_i;
input	[31:0]		addr_i;
input	[31:0]		data_i;
input				MemRead_i;
input				MemWrite_i;
output	[31:0] 		data_o;
reg		[31:0]		data_o;
reg		[7:0]		Mem 			[0:127];	 
integer				i;
wire	[31:0]		memory			[0:31];
assign  memory[0] = {Mem[3], Mem[2], Mem[1], Mem[0]};
assign  memory[1] = {Mem[7], Mem[6], Mem[5], Mem[4]};
assign  memory[2] = {Mem[11], Mem[10], Mem[9], Mem[8]};
assign  memory[3] = {Mem[15], Mem[14], Mem[13], Mem[12]};
assign  memory[4] = {Mem[19], Mem[18], Mem[17], Mem[16]};
assign  memory[5] = {Mem[23], Mem[22], Mem[21], Mem[20]};
assign  memory[6] = {Mem[27], Mem[26], Mem[25], Mem[24]};
assign  memory[7] = {Mem[31], Mem[30], Mem[29], Mem[28]};
assign  memory[8] = {Mem[35], Mem[34], Mem[33], Mem[32]};
assign  memory[9] = {Mem[39], Mem[38], Mem[37], Mem[36]};
assign  memory[10] = {Mem[43], Mem[42], Mem[41], Mem[40]};
assign  memory[11] = {Mem[47], Mem[46], Mem[45], Mem[44]};
assign  memory[12] = {Mem[51], Mem[50], Mem[49], Mem[48]};
assign  memory[13] = {Mem[55], Mem[54], Mem[53], Mem[52]};
assign  memory[14] = {Mem[59], Mem[58], Mem[57], Mem[56]};
assign  memory[15] = {Mem[63], Mem[62], Mem[61], Mem[60]};
assign  memory[16] = {Mem[67], Mem[66], Mem[65], Mem[64]};
assign  memory[17] = {Mem[71], Mem[70], Mem[69], Mem[68]};
assign  memory[18] = {Mem[75], Mem[74], Mem[73], Mem[72]};
assign  memory[19] = {Mem[79], Mem[78], Mem[77], Mem[76]};
assign  memory[20] = {Mem[83], Mem[82], Mem[81], Mem[80]};
assign  memory[21] = {Mem[87], Mem[86], Mem[85], Mem[84]};
assign  memory[22] = {Mem[91], Mem[90], Mem[89], Mem[88]};
assign  memory[23] = {Mem[95], Mem[94], Mem[93], Mem[92]};
assign  memory[24] = {Mem[99], Mem[98], Mem[97], Mem[96]};
assign  memory[25] = {Mem[103], Mem[102], Mem[101], Mem[100]};
assign  memory[26] = {Mem[107], Mem[106], Mem[105], Mem[104]};
assign  memory[27] = {Mem[111], Mem[110], Mem[109], Mem[108]};
assign  memory[28] = {Mem[115], Mem[114], Mem[113], Mem[112]};
assign  memory[29] = {Mem[119], Mem[118], Mem[117], Mem[116]};
assign  memory[30] = {Mem[123], Mem[122], Mem[121], Mem[120]};
assign  memory[31] = {Mem[127], Mem[126], Mem[125], Mem[124]};
initial begin
	for(i=0; i<128; i=i+1)
		Mem[i] = 8'b0;
end 
always@(posedge clk_i) begin
    if(MemWrite_i) begin
		Mem[addr_i+3] <= data_i[31:24];
		Mem[addr_i+2] <= data_i[23:16];
		Mem[addr_i+1] <= data_i[15:8];
		Mem[addr_i]   <= data_i[7:0];
	end
end
always@(addr_i or MemRead_i) begin
	if(MemRead_i)
		data_o = {Mem[addr_i+3], Mem[addr_i+2], Mem[addr_i+1], Mem[addr_i]};
end
endmodule
```
`design/flow/run.sh`:
```
#!/bin/bash
# OpenROAD 26Q1-2900-gdf79404cd8, Yosys 0.63+post, stock flow scripts
make -C /OpenROAD-flow-scripts/flow DESIGN_CONFIG=/design/flow/config.mk WORK_HOME=/design/flow/orfs finish
```
==> job_summary.md <==
## PnR job results

| Metric | Value |
|---|---|
| Startpoint Class | primary input |
| DRC violation count after routing | 0 |
| CP Class | primary input to flop |
| Max rail drop VDD | 0.06614 mV |
| Top cell area share | 30.23% |
| Worst Setup End Kind | flop |
| Most used DFF post-synth | edfxtp_1 |
| Root buffer cell | clkbuf_16 |
| FP Util | 40.35% |
| I/O Buffers | 73 |
| Gr usage total | 47.42% |
| Final hold vios | 0 |
| Die height | 506.3 um |
| I/O Pins | 99 |
| Share of cells above drive strength 1 | 27.27% |
| Register pins left without a clock | 32 |
| Initial DRC Count | 12.22k |
| Busiest grt layer | met2 |
| Registers, synthesis | 1,056 |
| Yosys top cell by instances | mux2i_1 |
| Synth top area cells | edfxtp_1, mux4_2, mux2i_1, mux2_2, a21o_1 |
| Crit path to | Mem[2][4]$_DFFE_PP_ |
| CTS tree | done |
| # H-tree levels | 4 |
| Met3 usage | 38.64% |
| Total number of yosys warnings | 1 |
| Total number of vias | 95.83k |
| Routed len/inst | 46.71 um |
| Final Non-Filler Cells | 12.48k |
| Grt total ovfl | 0 |
| Post-Synthesis Cells | 9,411 |
| WP data arrival | 9.13 ns |
| Tool warnings | 60 |
| Worst Max-Slew Pin Slew | 1.235 ns |
| Post-Syn Area | 0.1017 mm2 |
| Global-route met1 utilization | 52.15% |
| First-pass GRT wire length | 777,800 um |
| Syn avg cell area | 10.81 um2 |
| Relative slew margins | 15.31% |
| Hold slack final | 3.115 ns |
| Core Area | 0.2521 mm2 |
| Max Slew Vio Count | 0 |
| Num rows | 184 |
| Yosys Instances | 9,411 |
| Setup TNS Final | 0 ns |
| Yosys Chip Area | 0.1017 mm2 |
| Post-route cell area | 0.1105 mm2 |
| Netlist cell types | 81 |
| Hold Path Class | primary input to flop |
| Post-CTS Hold Fix Bufs | 0 |
| Cells resized by post-CTS repair | 0 |
| Cell taking the most area after synthesis | edfxtp_1 |
| Worst EP required | 17.81 ns |
| Initial antenna violation count | 80 |
| Cell Pwr Density | 74.20 mW/mm2 |
| Synth-to-Final Area Change | 8.613% |
| Post-layout min period | 8.620 ns |
| RSZ-0062 raised after global routing | no |
| CP Max Fanout | 34 |
| Worst Setup SP | addr_i[1] |
| Pre-antenna DRT Iters | 16 |
| Post-CTS Setup Bufs | 0 |
| EDFF count, synth | 1,024 |
| Max cap viols | 0 |
| Vias in the first global route | 89.37k |
| Die area | 0.2564 mm2 |
| Final setup violating endpoints | 0 |
| Final ANT Viol Nets | 0 |
| Placed Cells incl. Taps | 12.14k |
| Crit share post-route | 49.83% |
| Clock transition at the registers of the reported paths | 0.06 ns |
| Fmax | 116.0 MHz |
| Clock buffer depth | 3 |
| DRT Wirelength | 583,000 um |
| Routability cong. | 1.195 |
| Endpoints left unconstrained | 64 |
| Status | complete, no violations |
| Post-synth ARST share | 0% |
| LEAKAGE | 38.83 nW |
| Via density | 7.678 |
| Synth top cells by count | mux2i_1, mux4_2, edfxtp_1 |
| Met2 GRT Util | 59.49% |
| Die Span X | 506.3 um |
| Cts bufs inserted | 136 |
| Placed instance area | 0.1058 mm2 |
| Post-DP HPWL | 395,600 um |
| Largest net degree at the start of global routing | 106 |
## logic make-up (layout without fill, tap and decap cells)
| kind of cell | count (synthesis) | after routing | synth area share, % |
|---|---|---|---|
| mux | 2786 | 2786 | 40.73 |
| compound gates | 2502 | 2502 | 15.00 |
| simple gates | 1886 | 1886 | 8.534 |
| buf+inv | 1159 | 784 | 4.787 |
| flops | 1024 | 1024 | 30.23 |
| latches | 32 | 32 | 0.4723 |
| xor+xnor | 15 | 15 | 0.1587 |
| fa+ha+maj | 7 | 7 | 0.08609 |
| other cells | 0 | 96 | 0 |
## routing by layer
layer | share of wire [%] | vias to the layer above
li1 | - | 36590
met1 | 31 | 46650
met2 | 39 | 9919
met3 | 20 | 2537
met4 | 9.3 | 126
met5 | 0.77 | -
## how the worst min path moves through the flow
stage | start | end | slack [ns] | cells past startpoint
4_1_cts | data_i[2] | Mem[68][2]$_DFFE_PP_ | 3.08 | 2
5_1_grt | data_i[2] | Mem[68][2]$_DFFE_PP_ | 3.12 | 2
6_report | data_i[2] | Mem[83][2]$_DFFE_PP_ | 3.12 | 3
## sequential cells by signal (all words and copies together) (netlist names)
register	count
Mem	1024
data_o	32
## power by group
part	total, W	switching (W)	leakage (nW)	internal (W)
registers	0.00287	0.0000682	9.47	0.00281
clock network	0.00296	0.00127	2.15	0.00169
logic	0.00236	0.00161	27.2	0.000749
## worst max-delay path, cell delays in order
cell and delay, ns:
buf_4 0.30, buf_4 0.56, inv_8 0.29, ha_2 0.45, and2_2 0.71, buf_4 0.66
nand3_1 0.85, buf_4 0.55, nor2_2 0.62, or4_1 0.51
## stage by stage
stage	power [W]	utilization [%]	setup WS [ns]
final	0.008199	43.83	8.680
after global routing	0.008217	43.77	8.946
after CTS	0.008002	43.73	9.215
after detailed placement	0.005090	41.97	8.330
after global placement	0.005085	41.97	8.366
after floorplan	0.004078	-	9.704
## cell type report
cell class / count / area (um2)
fillers: 22780 / 141600
multi-input cells: 7196 / 66030
flip-flops and latches: 1056 / 31230
repair buffers: 538 / 4329
well taps: 3348 / 4189
clock buffers: 161 / 3540
clock inverters: 79 / 899.6
diodes: 96 / 240.2
inverters: 6 / 32.53
## cell usage in the layout (no fill, tap or decap), types with 82 or more instances in the layout
cell,count
nand2_1,985
a21o_1,512
mux2i_1,1233
buf_4,460
edfxtp_1,1024
clkbuf_16,138
mux4_2,1031
or4_1,82
o21ai_0,543
a21oi_1,572
o22ai_1,613
diode_2,96
mux2_2,522
nor2_1,327
nand3_1,144
Power is estimated from default activity; no workload was simulated.
