File: flow/run.sh
#!/bin/bash
# OpenROAD 26Q1-2900-gdf79404cd8, Yosys 0.63+post, stock flow scripts
make -C /OpenROAD-flow-scripts/flow DESIGN_CONFIG=/design/flow/config.mk WORK_HOME=/design/flow/orfs finish
File: flow/design.v
`timescale 1ns/1ps
`timescale 1ns/1ps
`timescale 1ns/1ps
module MUX_2to1(
	input      src1,
	input      src2,
	input	   select,
	output  reg result
	);
wire 	g1, g2, _select, result_w;
not 	n(_select, select);
and 	a1(g1, src1, _select);
and 	a2(g2, src2, select);
or 		o(result_w, g1, g2);
always @(*) begin
    result = result_w;
end
endmodule
`timescale 1ns/1ps
module MUX_4to1(
	input			src1,
	input			src2,
	input			src3,
	input			src4,
	input   [2-1:0] select,
	output 	reg		result
	);
wire 	g1, g2, g3, g4, _sel0, _sel1;
not 	n1(_sel0, select[0]);
not 	n2(_sel1, select[1]);
and 	a1(g1, src1, _sel1, _sel0);
and 	a2(g2, src2, _sel1, select[0]);
and 	a3(g3, src3, select[1], _sel0);
and 	a4(g4, src4, select[1], select[0]);
or 		o1(result_w, g1, g2, g3, g4);
always @(*) begin
    result = result_w;
end
endmodule
module ALU_1bit(
	input				src1,        
	input				src2,        
	input				less,        
	input 				Ainvert,     
	input				Binvert,     
	input 				cin,         
	input 	    [2-1:0] operation,   
	output      reg     result,      
	output      reg  	cout         
	);
wire 	_src1, _src2, i1, i2, or_result, and_result, s;
not 	n1(_src1, src1);
not 	n2(_src2, src2);
MUX_2to1 mux1(						
	.src1(src1),
	.src2(_src1),
	.select(Ainvert),
	.result(i1)
);
MUX_2to1 mux2(
	.src1(src2),
	.src2(_src2),
	.select(Binvert),
	.result(i2)
);
or 		o1(or_result, i1, i2);
and 	a1(and_result, i1, i2);
wire	g1, g2, g3, cout_w;
xor		xor1(g1, i1, i2);
xor 	xor2(s, g1, cin);
and		a2(g2, i1, i2);
and 	a3(g3, g1, cin);
or 		o2(cout_w, g2, g3);
wire result_w;
MUX_4to1 mux3(
	.src1(or_result),
	.src2(and_result),
	.src3(s),
	.src4(less),
	.select(operation),
	.result(result_w)
);
always @(*)begin
	cout = cout_w;
	result = result_w;
end
endmodule
module ALU(
	input                   rst_n,          
	input	     [32-1:0]	src1,           
	input	     [32-1:0]	src2,           
	input 	     [ 4-1:0] 	ALU_control,    
	output reg   [32-1:0]	result,         
	output reg              zero,           
	output reg              cout,           
	output reg              overflow        
	);
wire Ainvert   = ALU_control[3];
wire Binvert   = ALU_control[2];
wire [1:0] op  = ALU_control[1:0];
wire [31:0] carry;
wire [31:0] result_w; 
wire set = src1[31] ^ (~src2[31]) ^ carry[31];	 
genvar i;
generate
	for (i = 0; i < 32; i = i + 1) begin : gen_alu
		if(i == 0)
			ALU_1bit alu0 (
				.src1     (src1[i]),
				.src2     (src2[i]),
				.less     (set),				
				.Ainvert  (Ainvert),
				.Binvert  (Binvert),
				.cin      (Binvert),
				.operation(op),
				.result   (result_w[i]),
				.cout     (carry[i])
			);
		else
			ALU_1bit alui (
				.src1     (src1[i]),
				.src2     (src2[i]),
				.less     (1'b0),				
				.Ainvert  (Ainvert),
				.Binvert  (Binvert),
				.cin      (carry[i-1]),
				.operation(op),
				.result   (result_w[i]),
				.cout     (carry[i])
			);
	end
endgenerate
always @(*) begin
    if (!rst_n) begin
        result   = 32'b0;
        zero     = 1'b0;
        cout     = 1'b0;
        overflow = 1'b0;
    end else begin
        result = result_w;
		zero = ~|result;							 
		cout = (op == 2'b10) ? carry[31] : 1'b0;
		overflow = (op == 2'b10) ? (carry[30] ^ carry[31]) : 1'b0;;
    end
end
endmodule
File: flow/config.mk
export PLATFORM = sky130hd
export DESIGN_NAME = ALU
export DESIGN_NICKNAME = ALU
export VERILOG_FILES = /design/flow/design.v
export SDC_FILE = /design/flow/constraint.sdc
export NUM_CORES = 4
export LEC_CHECK = 1
export CORE_UTILIZATION = 50
File: flow/constraint.sdc
current_design ALU

set clk_period 23.6
set clk_io_pct 0.2

create_clock -name clk0 -period $clk_period

set non_clock_inputs [all_inputs -no_clocks]
set_input_delay [expr $clk_period * $clk_io_pct] -clock clk0 $non_clock_inputs
set_output_delay [expr $clk_period * $clk_io_pct] -clock clk0 [all_outputs]
==> results.rst <==
Synthesis and place-and-route
=============================

.. list-table::
   :header-rows: 1

   * - Metric
     - Value
   * - Number of standard cells in the final layout excluding fillers
     - 580
   * - Count of final hold-check violations
     - 0
   * - Final-report max-slew violation count
     - 0
   * - Hold path startpoint
     - ALU_control[0]
   * - Post-route cell area
     - 4720 sq um
   * - DRT met1 WL
     - 3560 microns
   * - Peak Freq
     - 43.1 MHz
   * - Worst setup startpoint
     - src1[0]
   * - CP Max Fanout
     - 2
   * - N_diodes
     - 0
   * - Post-DP HPWL
     - 6200 microns
   * - Sum of routed wire length over all layers
     - 7760 microns
   * - Placed cells
     - 578
   * - Worst min path class
     - in2out
   * - Number of setup violations in the final report
     - 0
   * - Yosys warning tally
     - 5
   * - Yosys stat cell total
     - 394
   * - Average wire length per cell after detail routing
     - 13.4 microns
   * - Power per cell area
     - 26.9 nW/um^2
   * - Number of search-and-repair iterations in the first detailed-routing pass
     - 4
   * - CP most frequent cell
     - sky130_fd_sc_hd__fa_2
   * - Register share after synthesis
     - 0%
   * - Total length of routed met2 wires
     - 3840 microns
   * - Placed Area
     - 4650 sq um
   * - Vias in the first global route
     - 2876
   * - Post-layout minimum cycle time
     - 23180 ps
   * - FP Rows
     - 29
   * - Worst setup EP type
     - primary output
   * - Die height
     - 85.1 microns
   * - Slowest stage cell on the critical path
     - sky130_fd_sc_hd__mux4_2
   * - Global route total overflow
     - 0
   * - Vias per cell
     - 4.93
   * - Number of antenna violations at the first check in global routing
     - 0
   * - Transition at the pin with the smallest max-transition slack
     - 875 ps
   * - Final RePlAce weighted congestion
     - 0.888
   * - Port Buffer Count
     - 104
   * - Chip area
     - 7240 sq um
   * - Data required time at the worst endpoint
     - 18880 ps
   * - Area used by multi-input combinational logic
     - 3130 sq um
   * - Area of the core region
     - 6490 sq um
   * - Largest net degree at the start of global routing
     - 54
   * - DRC violation total after the first TritonRoute iteration
     - 69
   * - Fillcell total
     - 478
   * - Highest-count logic cell in the final layout
     - sky130_fd_sc_hd__clkdlybuf4s50_1
   * - Most common logic cells in the final layout
     - 99 x sky130_fd_sc_hd__clkdlybuf4s50_1, 66 x sky130_fd_sc_hd__inv_1, 64 x sky130_fd_sc_hd__xor2_1, 64 x sky130_fd_sc_hd__ha_1, 31 x sky130_fd_sc_hd__fa_2
   * - Final routed DRC violation total
     - 0
   * - Largest incremental delay on the critical path
     - 490 ps
   * - Final sequential cell count
     - 0
   * - Leakage component of the power
     - 2.21 nW
   * - Sequential cell area
     - 0 sq um
   * - Arrival time of the worst setup path
     - 18460 ps
   * - GRT Overall Usage
     - 22.7%
   * - Kind of critical path
     - in2out
   * - Wire length on met3
     - 370 microns
   * - Outcome
     - complete, no violations
   * - Max capacitance violation total
     - 0
   * - Count of unique library cells instantiated by Yosys
     - 35
   * - # clk buffers
     - 0
   * - Avg Cell Area, Syn
     - 8.76 sq um
   * - Post-synthesis chip area from yosys
     - 3450 sq um
   * - Crit share post-route
     - 98.2%
   * - RSZ-0062 raised after global routing
     - false
   * - Worst setup SP type
     - primary input
   * - Global-route wire length before repair
     - 12900 microns
   * - Top layer reached by signal wires
     - met3
   * - OpenROAD warning count
     - 96
   * - Smallest hold slack
     - 10410 ps
   * - Gate count of the mapped netlist
     - 394
   * - Total number of vias
     - 2861
   * - Number of placed I/O pins
     - 104
   * - VDD IR-drop max
     - 0.0000178 V
   * - Relative slew margins
     - 40.2%
   * - Synthesis-to-layout area growth
     - 36.7%
   * - Die boundary width
     - 85.1 microns
   * - Design Power
     - 0.127 mW
   * - Area of the mapped netlist
     - 3450 sq um
   * - Proportion of layout cells with a drive suffix above 1
     - 14.7%
   * - Antenna-violating nets left
     - 0
   * - Starting utilization of the core area
     - 53.1%
==> where the power goes <==
group / total, mW / internal, mW / switching (mW)
sequential: 0 / 0 / 0
clock: 0 / 0 / 0
combinational: 0.127 / 0.0673 / 0.0596
total: 0.127 / 0.0673 / 0.0596
==> path summary, 6_finish.rpt <==
check             slack, ps         to  cells after the start
setup / recovery        420  result[0]                     41
hold / removal        10410       zero                      5
==> per-layer routing <==
layer	GRT usage, %	up-vias
met5	0	-
met4	0.154	0
met3	2.07	0
met2	40.5	68
met1	32.7	1343
li1	-	1450
==> cell families after synthesis <==
family	share of synthesized area (%)
xor+xnor	17.3
fa+ha+maj	41.2
mux	8.41
simple gates	10.6
buf+inv	11.9
compound gates	10.7
==> synth_stat cells <==
cell                         n  area [sq um]
sky130_fd_sc_hd__inv_1      66           248
sky130_fd_sc_hd__xor2_1     65           569
sky130_fd_sc_hd__ha_1       64           801
sky130_fd_sc_hd__fa_1       31           621
sky130_fd_sc_hd__and2_1     23           144
sky130_fd_sc_hd__mux2_1     19           214
sky130_fd_sc_hd__nor2_1     17          63.8
sky130_fd_sc_hd__o2bb2ai_1  13           114
sky130_fd_sc_hd__a211oi_1   12          90.1
sky130_fd_sc_hd__buf_2      10          50.1
sky130_fd_sc_hd__nand2_1    10          37.5
sky130_fd_sc_hd__a21oi_1     9          45.0
sky130_fd_sc_hd__o22ai_1     8          50.1
sky130_fd_sc_hd__nor2b_1     7          43.8
sky130_fd_sc_hd__buf_6       5          56.3
sky130_fd_sc_hd__clkbuf_1    5          18.8
sky130_fd_sc_hd__mux2_2      3          33.8
sky130_fd_sc_hd__nand4_1     3          18.8
sky130_fd_sc_hd__nor4_1      3          18.8
sky130_fd_sc_hd__xnor2_1     3          26.3
sky130_fd_sc_hd__buf_4       2          15.0
sky130_fd_sc_hd__mux2i_1     2          20.0
sky130_fd_sc_hd__o21ai_0     2          10.0
sky130_fd_sc_hd__a2111oi_0   1          8.76
sky130_fd_sc_hd__a2111oi_4   1          27.5
sky130_fd_sc_hd__a311oi_1    1          8.76
sky130_fd_sc_hd__and3b_1     1          8.76
sky130_fd_sc_hd__buf_1       1          3.75
sky130_fd_sc_hd__buf_8       1          15.0
sky130_fd_sc_hd__clkinv_1    1          3.75
sky130_fd_sc_hd__mux4_2      1          22.5
sky130_fd_sc_hd__nand3b_1    1          7.51
sky130_fd_sc_hd__nor2b_2     1          8.76
sky130_fd_sc_hd__nor4_2      1          12.5
sky130_fd_sc_hd__o2bb2ai_2   1          15.0
==> area by class of cell <==
cell class / instances / share of cell area, %
inverters: 67 / 5.33
multi-input cells: 303 / 66.4
well taps: 77 / 2.04
repair buffers: 133 / 26.2
==> timing repair <==
item / CTS / global route
gates resized: 22 / 1
endpoints found under the setup margin: 7 / 3
cloned: 0 / 0
hold buffers: 0 / 0
setup buffers: 2 / 0
pin swaps: 5 / 11
==> per-stage QoR <==
step | util (%) | TNS [ps] | setup slack (ps)
after floorplan | - | 0 | 3.18
after global placement | 71.5 | -3690 | -1110
after detailed placement | 71.5 | -4270 | -1220
after CTS | 72.6 | 0 | 39.9
after global routing | 72.6 | 0 | 30.4
final | 72.6 | 0 | 416
==> worst max-delay path: cells and delay by family <==
family	cells	cell delay, ps
buf+inv	3	950
fa+ha+maj	31	11490
xor+xnor	3	450
simple gates	2	250
mux	1	490
compound gates	1	90
Power figures rest on the tool's default switching activity, not on a simulated workload.
