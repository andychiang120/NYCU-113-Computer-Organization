==> /design/flow/design.v <==
module Shifter(
    data_i,
    shamt,
    ctrl_i,
    data_o
    );
input  [32-1:0]  data_i;
input  [5-1:0]	 shamt;
input  [4-1:0]   ctrl_i;
output [32-1:0]  data_o;
reg     [32-1:0] data_o;
always @(*) begin
    case(ctrl_i)
        4'b0110:
        begin
            data_o <= data_i << shamt;  
        end 
        4'b0111:
        begin
            data_o <= data_i >> shamt;  
        end 
        default: data_o <= 0; 
    endcase
end
endmodule      
==> /design/flow/run.sh <==
#!/bin/bash
# OpenROAD 26Q1-2900-gdf79404cd8, Yosys 0.63+post, stock flow scripts
make -C /OpenROAD-flow-scripts/flow DESIGN_CONFIG=/design/flow/config.mk WORK_HOME=/design/flow/orfs finish
==> /design/flow/config.mk <==
export PLATFORM = sky130hd
export DESIGN_NAME = Shifter
export DESIGN_NICKNAME = Shifter
export VERILOG_FILES = /design/flow/design.v
export SDC_FILE = /design/flow/constraint.sdc
export NUM_CORES = 4
export LEC_CHECK = 1
export CORE_UTILIZATION = 30
==> /design/flow/constraint.sdc <==
current_design Shifter

set clk_period 4.5
set clk_io_pct 0.2

create_clock -name clk0 -period $clk_period

set non_clock_inputs [all_inputs -no_clocks]
set_input_delay [expr $clk_period * $clk_io_pct] -clock clk0 $non_clock_inputs
set_output_delay [expr $clk_period * $clk_io_pct] -clock clk0 [all_outputs]
==> metrics.yaml <==
place:
  post_dp_cell_area_mm2: 0.00514
  place_ws_ns: 0.202
  hpwl_um: 14900
  place_congestion: 1.02
  buffer_ports.inserted: 73
power_and_ir_drop:
  seq_power_share_pct: 0
  power_report.internal_total_w: 0.000246
  power.density_cell_area_mw_per_mm2: 110
  largest_vdd_supply_drop_mv: 0.0430
  power_switching_w: 0.000318
  pwr-share-comb_pct: 100.0
  netSwitchingFraction_pct: 56.4
  pwr-share-clk_pct: 0
  power_w: 0.000564
  power.leakage_nw: 1.90
route:
  finalWirelength_um: 19000
  drtAntennaViolNets: 0
  routedWlPerCell_um: 25.4
  drc_violations_left: 0
  dr.pass1.iters: 7
  antenna_cells: 0
  via_per_inst: 6.67
  detailedRoute.firstIterationViolations: 652
  dr_total_vias: 4996
synthesis:
  ys_top_cells_by_area: "mux4_2 (22%), mux2i_1 (12%), mux2_2 (9.8%)"
  yosys_warning_total: 1
  synth.largest_area_cell: "mux4_2"
  synth-cells-yosys: 508
  synth.cell_area_mm2: 0.00412
  yosysUniqueCellTypes: 62
  yosys-top-cells-count: "nand2_1 (54), mux2i_1 (50), mux4_2 (41)"
  syn-instance-count: 508
  synth_seq_share_pct: 0
  most_common_cell: "nand2_1"
  syn_area_per_cell_um2: 8.11
  ys_chip_area_mm2: 0.00412
  netlist.area_leader.share_pct: 22.4
critical_path:
  criticalPathCategory: "in2out"
  worst-endpoint-required_ns: 3.60
  startpoint_type: "input port"
  worst-path-max-fanout: 9
  critPathCaptureType: "output port"
  worstPathArrival_ns: 3.41
grt:
  via_count_of_the_first_global_routing_pass: 4819
  grt_antenna_before_repair: 0
  maximum_number_of_pins_on_one_net_before_global_route_repair: 31
  grt_use_total_pct: 27.3
  grt_first_pass_wirelength_um: 28900
  grt-ovfl-total: 0
finish:
  postLayoutCellArea_mm2: 0.00514
  clk_buf: 0
  areaGrowthSynthToFinish_pct: 24.7
  final_layout_size_suffix_gt1_share_pct: 25.0
  seq_area_um2: 0
  numSequentialCells: 0
outcome:
  outcome: "finished, final reports clean"
sta:
  timing_hold_violations_final: 0
  finalHoldWorstSlack_ns: 2.76
  measured_slew_at_the_worst_slew_check_pin_ns: 0.739
  period_used_pct: 95.8
  maxClockFrequency_mhz: 232
  rsz0062_at_grt: "false"
  setup_viol: 0
  slew_headroom_pct: 50.2
  setup_ws_ns: 0.188
  final_period_minus_worst_setup_slack_ns: 4.31
  report.final.slew_viol_count: 0
  fin_tns_setup_ns: 0
floorplan:
  die-width_um: 119
  floorplan.core_area_mm2: 0.0133
  die_h_um: 119
  initial_utilization_pct: 31.0
  ios: 73
  chipArea_mm2: 0.0142
  rows: 42
worst_hold_path:
  worstHoldStart: "shamt[3]"
  timing.hold.worst_endpoint: "data_o[11]"
  worstHoldPathCells: 4
  min_path_type: "in2out"
clock_tree:
  post_cts.resized_instances: 0
  setup_repair_bufs_after_cts: 0
  holdBufCountCts: 0
flow_run:
  timing.max_cap.violations: 0
  tool_warnings: 32
[layer usage]
metal	vias to the layer above	share of wire, %	wire length (um)	track usage (%)
met5	-	0	0	0
met4	0	4.3	811	9.81
met3	54	10	1950	5.87
met2	366	44	8330	40.3
met1	2389	42	7960	39.5
li1	2187	-	-	-
[area by class of cell]
type | count | area (um2)
Fill cell | 1352 | 8160
Inverter | 5 | 18.8
Multi-Input combinational cell | 448 | 3800
Tap cell | 176 | 220
Timing Repair Buffer | 120 | 1100
[worst max-delay path, cell delays in order]
cell and delay, ns:
clkdlybuf4s50_1 0.60, mux2_4 0.38, mux4_2 0.46, clkinv_1 0.14, o22ai_1 0.13, a221o_1 0.38, clkdlybuf4s50_1 0.41
[placed cells by master, fill, tap and decap left out, drive strengths merged, types with 8 or more instances in the layout]
cell	count
a211o	12
a21oi	12
a22oi	17
buf	51
clkdlybuf4s50	69
mux2	38
mux2i	50
mux4	41
nand2	55
nand2b	8
nand3	27
nor2	33
nor3	8
o211ai	10
o21ai	22
o221ai	8
o22ai	22
[how the worst max path moves through the flow]
stage | from | to | slack [ns] | depth (start not counted)
4_1_cts | data_i[13] | data_o[30] | 0.21 | 7
6_report | data_i[10] | data_o[26] | 0.19 | 7
5_1_grt | shamt[0] | data_o[21] | 0.07 | 8
[power groups by stage]
stage	Sequential (W)	Clock (W)	Combinational (W)
6_report	0	0	0.000564
5_1_grt	0	0	0.000590
4_1_cts	0	0	0.000548
[cell families (layout without fill, tap and decap cells)]
kind of cell	Yosys count	in the layout	share of synthesized area (%)
compound gates	160	160	28.7
buf+inv	60	125	7.87
mux	129	129	45.1
simple gates	159	159	18.3
[through the flow]
| stage | util, % | instances |
|---|---|---|
| final | 38.7 | 749 |
| after floorplan | - | 508 |
| after global routing | 38.7 | 749 |
| after global placement | 38.7 | 749 |
| after CTS | 38.7 | 749 |
| after detailed placement | 38.7 | 749 |
No activity file was given, so power comes from the tool's default toggle rates.
